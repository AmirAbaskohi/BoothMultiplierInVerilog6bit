===== ./design.v =====
module boothMult6Controller(input[3:0]counterNum,input rst,clk,start,output reg ldA,ldQ,sh,inz,ldq0,ldM,ldc,dc,ready);
  reg [2:0] ns,ps;
  always@(posedge clk, posedge rst)
    if(rst) ps <= 2'b00;
    else ps <= ns;
  always@(ps,counterNum,start)begin
    if(rst) ns <= 2'b00;
    else begin
      case(ps)
        0 : ns <= start ? 1 : 0;
        1 : ns <= 2;
        2 : ns <= 3;
        3 : ns <= counterNum == 4'b0000 ? 4 : 2;
        4 : ns <= 0;
      endcase
    end
  end
  always@(ps)begin
    {ldA,ldQ,sh,inz,ldq0,ldM,ldc,dc,ready} = 9'b000000000;
    case(ps)
      0 : ;
      1 : {ldQ,inz,ldq0,ldM,ldc} = 5'b11111;
      2 : {ldA,dc} = 2'b11;
      3 : sh = 1;
      4 : ready = 1;
    endcase
  end
endmodule

===== ./run.sh =====
#!/bin/bash
# OpenROAD 26Q1-2900-gdf79404cd8, Yosys 0.63+post, stock flow scripts
make -C /OpenROAD-flow-scripts/flow DESIGN_CONFIG=/design/flow/config.mk WORK_HOME=/design/flow/orfs finish

===== ./config.mk =====
export PLATFORM = sky130hd
export DESIGN_NAME = boothMult6Controller
export DESIGN_NICKNAME = boothMult6Controller
export VERILOG_FILES = /design/flow/design.v
export SDC_FILE = /design/flow/constraint.sdc
export NUM_CORES = 4
export LEC_CHECK = 1
export CORE_AREA = 10 10 70 70
export DIE_AREA = 0 0 80 80

===== ./constraint.sdc =====
current_design boothMult6Controller

set clk_period 1.7
set clk_io_pct 0.2

create_clock -name clk0 -period $clk_period [get_ports {clk}]

set non_clock_inputs [all_inputs -no_clocks]
set_input_delay [expr $clk_period * $clk_io_pct] -clock clk0 $non_clock_inputs
set_output_delay [expr $clk_period * $clk_io_pct] -clock clk0 [all_outputs]

==> CHANGELOG.md <==
### Changed

* Yosys cell count at 30
* GRT Residual Overflow at 0
* Reg clk slew, reported paths at roughly 0.040 ns
* Synthesized instance count at 30
* Yosys chip area at 270 um2
* Register pins left without a clock at 3
* Type of origin of the critical path: flop
* PwrDens at a little under 400 mW/mm2
* Synthesized registers at 6
* MI comb area at 121 um2
* Pint at ~0.17 mW
* FMAX at 0.629 GHz
* Die Wd at about 80 um
* Num CTS Buffers at 3
* RSZ-0062 raised after global routing: false
* Worst Hold Class: input pin to async pin
* Crit path DAT at between 1 and 1.5 ns
* Place WS at about 0.084 ns
* Final hold viol count at 0
* Register Area at 124 um2
* Total number of vias at about 280
* Switching pwr at roughly 0.044 mW
* Final worst setup slack at between 0.1 and 0.15 ns
* Port Buf Inserts at 15
* Slowest stage delay, CP at approximately 0.4 ns
* Tool Warnings at 26
* Max FO, Critical Path at 5
* Antenna violations before repair at 0
* Final Slew Violations at 0
* Antenna Violating Nets Remaining at 0
* Area growth, synth to finish at 105%
* Vias in the first global route at 257
* Buffer and inverter count on the worst path at 3
* Net Sw Frac at around a fifth
* Pin count of the biggest net entering global routing at 6
* Final wirelength at approximately 820 um
* Leakage at 0.277 nW
* Routed length per instance at between 8 and 9 um
* Cell mode on critical path: buf_4
* Synth Cell Area at 270 um2
* Final Util at between 10% and 20%
* H-tree Lvls at 1
* Status: finished, final reports clean
* Endpoints left unconstrained at 6
* Setup crit end kind: output port
* Crit path cell chain: buf_4 > nor3b_2 > buf_4 > dlygate4sd2_1
* Logic pwr share at slightly below 10%
* Fin Hold WS at between 0.3 and 0.4 ns
* GPL Wtd Cong at 0.709
* Num ports at 16
* Setup violators final at 0
* CTS root buffer: clkbuf_4
* DRT iter0 DRCs at 35
* Final Cycle Share at 93.5%
* Max-slew headroom at approximately four fifths
* DIE AREA at between 0.006 and 0.007 mm2
* Reg power frac at 33.1%
* Crit path max-delay family: buffers and inverters
* Die Ht at about 80 um
* FP Util at under 10%
* Vias/cell at ~2.8
* Clock power frac at about 57%
* GRT Total Usage at around 2.4%
* Cell Rows at 21
* Crit path kind: flop to output port
* Slowest cell on crit path: dfrtp_2
* Diodes inserted at 0
* Clock buffer depth at 2
* Mean post-synth cell area at approximately 9 um2
* Post-route minimum period at about 1.6 ns
* Most numerous logic cell after layout: buf_4
* Worst slew pin tran at between 0.2 and 0.3 ns
* CP Data Required Time at approximately 1.4 ns
* Hpwl dp at between 500 and 600 um
* Core box area at 0.00342 mm2
* First-pass GRT wire length at ~1200 um
* Yosys synthesis warning count at 1
* Iteration tally of the first detailed-router pass at 2
* Setup tns final at 0 ns
* Most frequent cells in the layout: 8 x buf_4, 7 x dlygate4sd2_1, 6 x clkdlybuf4s50_1
* MaxCap Viol Count at 0
* Fillers at ~390
* Worst VDD drop at around 110 uV
* TritonCTS clock tree: yes
* DRC Markers at 0
* Layout cell share with drive strength beyond 1 at about 46%
* Total power draw at between 0.2 and 0.25 mW
* Cell Type Count at 16
[stage by stage]
step	cells	cell area, um2
after CTS	95	514
after detailed placement	87	450
after global routing	98	554
after floorplan	30	270
final	98	554
after global placement	87	450
[layer usage]
layer | up-vias | global-route usage, % | share of wire (%)
met1 | 123 | 3.41 | 49
met5 | - | 0 | 0
met3 | 2 | 1.82 | 14
met2 | 13 | 2.81 | 36
li1 | 140 | - | -
met4 | 0 | 0.352 | 0.73
[power by group through the flow]
stage	clock [mW]	sequential (mW)	combinational, mW
4_1_cts	0.131	0.0721	0.0212
5_1_grt	0.142	0.0720	0.0227
6_report	0.125	0.0721	0.0211
[state kept, by name, summed over array words and instances, names as in the netlist]
| register | cells |
|---|---|
| ps | 3 |
| ns | 3 |
[cells in the mapped netlist]
master,number,share of area [%]
o21ai_2,1,3.2
nor4_2,1,4.6
clkbuf_2,1,1.9
inv_1,2,2.8
dfrtp_1,3,28
and3_2,1,2.8
dlxtn_1,3,17
nor3b_1,1,2.8
nand2_1,2,2.8
a311oi_1,1,3.2
nor2_1,3,4.2
buf_4,5,14
nor3_2,1,3.7
nor3_1,2,3.7
nand2b_1,1,2.3
a21oi_1,2,3.7
[repair_timing]
action                     CTS  global route
resized                     14             5
pin swaps                    0             1
hold buffers                 0             0
setup endpoints to repair    9             2
buffers inserted             4             3
hold endpoints to repair     0             0
[final timing paths]
check	cells past startpoint	to	from
setup / recovery	4	ldQ	ps[2]
hold / removal	2	ps[0]	rst
max in group asynchronous	2	ps[2]	rst
min in group clk0	2	ready	ps[1]
[cell families (layout without fill, tap and decap cells)]
kind of cell	count (synthesis)	in the layout	synth area share, %
AOI/OAI and AO/OA	4	4	10.2
latches	3	3	16.7
buffers and inverters	8	30	18.5
DFF	3	3	27.8
and+or+nand+nor	12	12	26.9
[final cells by class]
cell class              instances  share of cell area (%)
well taps                      46                    10.4
repair buffers                 24                    39.3
inverters                       2                    1.35
clock buffers                   4                    4.74
flip-flops and latches          6                    22.3
multi-input cells              16                    21.9
Power is estimated from default activity; no workload was simulated.
