<file path="flow/constraint.sdc">
current_design boothMult6DataPath

set clk_period 3.1
set clk_io_pct 0.2

create_clock -name clk0 -period $clk_period [get_ports {clk}]

set non_clock_inputs [all_inputs -no_clocks]
set_input_delay [expr $clk_period * $clk_io_pct] -clock clk0 $non_clock_inputs
set_output_delay [expr $clk_period * $clk_io_pct] -clock clk0 [all_outputs]
</file>
<file path="flow/run.sh">
#!/bin/bash
# OpenROAD 26Q1-2900-gdf79404cd8, Yosys 0.63+post, stock flow scripts
make -C /OpenROAD-flow-scripts/flow DESIGN_CONFIG=/design/flow/config.mk WORK_HOME=/design/flow/orfs finish
</file>
<file path="flow/config.mk">
export PLATFORM = sky130hd
export DESIGN_NAME = boothMult6DataPath
export DESIGN_NICKNAME = boothMult6DataPath
export VERILOG_FILES = /design/flow/design.v
export SDC_FILE = /design/flow/constraint.sdc
export NUM_CORES = 4
export LEC_CHECK = 1
export CORE_UTILIZATION = 30
</file>
<file path="flow/design.v">
module arithmaticSHRReg(input ldQ,ldA,ldq0,shr,clk,inz,input [5:0]inQ,inA,output [5:0]outQ,outA,output outq0);
  reg [12:0]fullReg;
  always@(posedge clk)begin
    if(ldQ) fullReg[6:1] <= inQ;
    if(ldA) fullReg[12:7] <= inA; 
    if(inz) fullReg[12:7] <= 6'b000000;
    if(ldq0) fullReg[0] <= 1'b0;
    if(shr) fullReg <= {fullReg[12],fullReg[12:1]};
  end
  assign outA = fullReg[12:7];
  assign outQ = fullReg[6:1];
  assign outq0 = fullReg[0];
endmodule
module ALU(input q1,q0,input [5:0]A,M,output [5:0] out);
  assign out = ({q1,q0} == 2'b00 | {q1,q0} == 2'b11)?A : ({q1,q0} == 2'b01 ? A + M : A + ((M^6'b111111)+6'b000001));
endmodule 
module register(input clk,ldM,input [5:0]inM,output reg[5:0]outM);
  always@(posedge clk)begin
    if(ldM)outM <= inM;
  end
endmodule
module counter6(input ldc,dc,clk,output reg[3:0] counterNum);
  always@(posedge clk)begin
    if(ldc) counterNum <= 4'b0110;
    if(dc)  counterNum <= counterNum + 4'b1111;
  end
endmodule
module boothMult6DataPath(input clk,ldA,ldQ,sh,inz,ldq0,ldM,ldc,dc,input [5:0]inQ,inM,output [11:0]out,output [3:0]counterNum);
  wire [5:0] outM,outQ,outA,inA;
  wire outq0;
  register mreg(clk,ldM,inM,outM);
  arithmaticSHRReg shr(ldQ,ldA,ldq0,sh,clk,inz,inQ,inA,outQ,outA,outq0);
  ALU alu(outQ[0],outq0,outA,outM,inA);
  counter6 cnt(ldc,dc,clk,counterNum);
  assign out = {outA,outQ};
endmodule
</file>
==> flow_metrics.tcl <==
# yosys + openroad results
set metrics [dict create \
    result_of_the_run "finished clean" \
    place_hpwl_um 2000 \
    via_count_of_the_first_global_routing_pass 865 \
    cp.arrival_ns 2.13 \
    io_pins 37 \
    yosys-top-cells-area "sky130_fd_sc_hd__edfxtp_1, sky130_fd_sc_hd__ha_1, sky130_fd_sc_hd__mux2_2" \
    finish.instance_area_sq_um 1800 \
    number_of_stages_on_the_worst_hold_path 1 \
    core_util_floorplan 0.312 \
    cts_setup_buffers 0 \
    post-route-util 0.411 \
    synthToLayoutAreaGrowth_pct 31.6 \
    dp_worst_setup_slack_ns 0.818 \
    antenna_found_initial 0 \
    detail-route-antenna-nets 0 \
    pwr-share-comb 0.324 \
    diodes_inserted 0 \
    syn_avg_cell_area_sq_um 12.2 \
    netlist_area_sq_um 1370 \
    tritoncts_clock_tree "yes" \
    critical-path-top-delay-family "adder cells" \
    holdPathEnd "shr.fullReg[3]" \
    count_of_pins_over_their_slew_limit 0 \
    yosysSeqAreaShare 0.504 \
    critical_path.max_stage_delay_ns 0.39 \
    crit_chain "inv_1, ha_1, fa_1, nor2b_1, o21ai_1, a222oi_1, xor2_1, a22o_1" \
    power_internal_uw 662 \
    first_pass_grt_wire_length_um 4360 \
    chipHeight_um 69.6 \
    worst-r2r-setup-slack_ns 0.99 \
    synthDominantAreaCellType "sky130_fd_sc_hd__edfxtp_1" \
    worstSetupPathType "register to register" \
    clockBufferDepth 2 \
    clock.fmax_mhz 475 \
    finalSetupTns_ns 0 \
    max-vdd-ir-drop_v 0.000321 \
    postPlaceCellArea_sq_um 1750 \
    reg_power_frac 0.469 \
    max_slew_margin 0.558 \
    cts.htree.levels 1 \
    post_route_cells_drive_above_1_share 0.0878 \
    totalWireLength_um 2550 \
    power.total_uw 922 \
    ff2ff_path_depth 8 \
    yosysWarnings 3 \
    pin_count_of_the_biggest_net_entering_global_routing 19 \
    power_density_nw_per_um2 512 \
    gpl.final_weighted_congestion 0.928 \
    dpl.cell_count 196 \
    synth_chip_area_sq_um 1370 \
    hold_viol 0 \
    fin_clk_skew_ns 0.00214 \
    route.vias.total 933 \
    ctsRootBufferMaster "sky130_fd_sc_hd__clkbuf_8" \
    port-buffer-count 36 \
    post_drt_via_cell_ratio 4.67 \
    crit_slowest_cell "sky130_fd_sc_hd__edfxtp_1" \
    finalHoldWorstSlack_ns 0.585 \
    holdBufCountCts 0 \
    required_ns 3.13 \
    synth_flop_count 23 \
    net-switching-power_uw 260 \
    core_area_sq_um 4380 \
    core.rowCount 24 \
    inserted_clock_buffers 3 \
    rr_endpoint "shr.fullReg[11]" \
    die_w_um 69.6 \
    critPathMaxFanout 4 \
    avgRoutedWirePerCell_um 12.8 \
    final_cell_count_no_fill 200 \
    p_sw_frac 0.282 \
    holdCritStartpoint "shr.fullReg[4]" \
    clock_sink_count 23 \
    startpoint_type_of_the_worst_setup_path "register" \
    cts.clk_slew.worst_paths_ns 0.09 \
    drt_first_iter_violations 89 \
    final_min_period_over_clock_period 0.680 \
    globalRoute.totalOverflow 0 \
    drc_errors 0 \
    worstSkewPairLatency_ns 0.26 \
    total_leakage_power_nw 0.699 \
    worst_min_delay_path_category "register to register" \
    power.clock.fraction 0.207 \
    post-route-min-period_ns 2.11 \
    worst_slew_pin_slew_ns 0.660 \
    crit_buf_inv 1 \
    crit-reg2reg-launch "shr.fullReg[7]" \
    rsz0062_at_grt "false" \
    setup_viol 0 \
    post_synth_num_cell_types 33 \
    maximum_capacitance_violations 0 \
    tool_warnings 30 \
    gr-usage-all-layers 0.116 \
    first_pass_iters 4 \
    synth_cells 112 \
    timing.critical_path.to_type "register" \
    synth.top_cell.area_share 0.504 \
    finalWorstSetupSlack_ns 0.993 \
    cts_resized 0 \
    synth.yosys.num_cells 112 \
    chip_area_sq_um 4840 \
]
==> cell families after synthesis <==
group / count (synthesis) / synth area share
compound gates: 21 / 0.107
xor+xnor: 5 / 0.0320
fa+ha+maj: 14 / 0.139
buf+inv: 18 / 0.0685
flops: 23 / 0.504
mux: 7 / 0.0566
simple gates: 24 / 0.0931
==> registers in the layout (all words and copies together), names as in the netlist <==
register        count
cnt.counterNum      4
shr.fullReg        13
mreg.outM           6
==> how the worst max path moves through the flow <==
| stage | startpoint | endpoint | slack, ns | depth (start not counted) |
|---|---|---|---|---|
| 5_1_grt | shr.fullReg[7] | shr.fullReg[11] | 0.86 | 8 |
| 6_report | shr.fullReg[7] | shr.fullReg[11] | 0.99 | 8 |
| 4_1_cts | shr.fullReg[7] | shr.fullReg[11] | 0.99 | 8 |
==> area by class of cell <==
cell class                 instances  area (sq um)
clock buffer                       3          41.3
clock inverter                     1          7.51
fill                             414          2580
inverter                          14          52.6
multi-input combinational         71           586
sequential                        23           691
tap                               52          65.1
timing repair buffer              36           360
==> worst reg2reg max path, stage by stage (launching register included) <==
cell	delay (ns)
sky130_fd_sc_hd__edfxtp_1	0.39
sky130_fd_sc_hd__inv_1	0.06
sky130_fd_sc_hd__ha_1	0.23
sky130_fd_sc_hd__fa_1	0.39
sky130_fd_sc_hd__nor2b_1	0.13
sky130_fd_sc_hd__o21ai_1	0.07
sky130_fd_sc_hd__a222oi_1	0.29
sky130_fd_sc_hd__xor2_1	0.11
sky130_fd_sc_hd__a22o_1	0.20
==> cell usage after synthesis <==
| cell type | number |
|---|---|
| sky130_fd_sc_hd__a2111oi_0 | 1 |
| sky130_fd_sc_hd__a32o_1 | 1 |
| sky130_fd_sc_hd__o31ai_1 | 1 |
| sky130_fd_sc_hd__a22o_1 | 3 |
| sky130_fd_sc_hd__mux2_2 | 6 |
| sky130_fd_sc_hd__o21ai_1 | 1 |
| sky130_fd_sc_hd__a211oi_1 | 1 |
| sky130_fd_sc_hd__buf_4 | 1 |
| sky130_fd_sc_hd__and2_1 | 2 |
| sky130_fd_sc_hd__nor3b_1 | 1 |
| sky130_fd_sc_hd__inv_1 | 14 |
| sky130_fd_sc_hd__o41ai_1 | 1 |
| sky130_fd_sc_hd__a21oi_1 | 6 |
| sky130_fd_sc_hd__or3_1 | 1 |
| sky130_fd_sc_hd__nor2_1 | 5 |
| sky130_fd_sc_hd__nor3_1 | 2 |
| sky130_fd_sc_hd__mux2i_1 | 1 |
| sky130_fd_sc_hd__ha_1 | 12 |
| sky130_fd_sc_hd__nand2b_1 | 2 |
| sky130_fd_sc_hd__or2_2 | 3 |
| sky130_fd_sc_hd__edfxtp_1 | 23 |
| sky130_fd_sc_hd__xor2_1 | 2 |
| sky130_fd_sc_hd__fa_1 | 2 |
| sky130_fd_sc_hd__nand3_1 | 1 |
| sky130_fd_sc_hd__o21ai_0 | 2 |
| sky130_fd_sc_hd__xnor2_1 | 3 |
| sky130_fd_sc_hd__nand2_1 | 3 |
| sky130_fd_sc_hd__buf_6 | 3 |
| sky130_fd_sc_hd__o21bai_1 | 1 |
| sky130_fd_sc_hd__o211ai_1 | 1 |
| sky130_fd_sc_hd__a222oi_1 | 1 |
| sky130_fd_sc_hd__a22oi_1 | 1 |
| sky130_fd_sc_hd__nor2b_1 | 4 |
==> power by group through the flow <==
stage         Clock [mW]  Sequential [mW]  Combinational [mW]
CTS                0.199            0.434               0.298
global route       0.213            0.441               0.335
finish             0.191            0.433               0.299
==> routing by layer <==
metal | GRT usage | part of all wire | vias to the layer above
li1 | - | - | 472
met1 | 0.206 | 0.51 | 425
met2 | 0.155 | 0.42 | 34
met3 | 0.0310 | 0.067 | 2
met4 | 0.00907 | 0.0067 | 0
met5 | 0 | 0 | -
==> layout by cell type (no fill, tap or decap), types with 2 or more instances in the layout <==
| cell | n |
|---|---|
| sky130_fd_sc_hd__fa_1 | 2 |
| sky130_fd_sc_hd__clkdlybuf4s50_1 | 36 |
| sky130_fd_sc_hd__xnor2_1 | 3 |
| sky130_fd_sc_hd__xor2_1 | 2 |
| sky130_fd_sc_hd__a22o_1 | 3 |
| sky130_fd_sc_hd__and2_1 | 2 |
| sky130_fd_sc_hd__edfxtp_1 | 23 |
| sky130_fd_sc_hd__nand2_1 | 3 |
| sky130_fd_sc_hd__or2_2 | 3 |
| sky130_fd_sc_hd__inv_1 | 14 |
| sky130_fd_sc_hd__clkbuf_8 | 3 |
| sky130_fd_sc_hd__nor2b_1 | 4 |
| sky130_fd_sc_hd__a21oi_1 | 6 |
| sky130_fd_sc_hd__nand2b_1 | 2 |
| sky130_fd_sc_hd__o21ai_0 | 2 |
| sky130_fd_sc_hd__ha_1 | 12 |
| sky130_fd_sc_hd__nor3_1 | 2 |
| sky130_fd_sc_hd__mux2_2 | 6 |
| sky130_fd_sc_hd__nor2_1 | 5 |
Power is estimated from default activity; no workload was simulated.
